## ./design.v

```verilog
`timescale 1ns/1ps
module exe_stage ( 
   done, target_address, qual_branch, qual_regwrite,
   req, instruction
   );
   parameter DELAY1 = 15;
   input req;
   output done;
   input  [31:0] instruction;
   output [31:0] target_address;
   output qual_branch;
   output qual_regwrite;
   assign #1 qual_branch = (instruction == 32'hCAFEBABE);
   assign #1 qual_regwrite = !qual_branch;
   assign #1 target_address = qual_branch ? 0 : 32'hDEAFBEEF;
   assign #delay1 done = req;
endmodule  
```

## ./run.sh

```bash
#!/bin/bash
# OpenROAD 26Q1-2900-gdf79404cd8, Yosys 0.63+post, stock flow scripts
make -C /OpenROAD-flow-scripts/flow DESIGN_CONFIG=/design/flow/config.mk WORK_HOME=/design/flow/orfs finish
```

## ./config.mk

```make
export PLATFORM = sky130hd
export DESIGN_NAME = exe_stage
export DESIGN_NICKNAME = exe_stage
export VERILOG_FILES = /design/flow/design.v
export SDC_FILE = /design/flow/constraint.sdc
export NUM_CORES = 4
export LEC_CHECK = 1
export CORE_AREA = 10 10 70 70
export DIE_AREA = 0 0 80 80
```

## ./constraint.sdc

```tcl
current_design exe_stage

set clk_period 1.3
set clk_io_pct 0.2

create_clock -name clk0 -period $clk_period

set non_clock_inputs [all_inputs -no_clocks]
set_input_delay [expr $clk_period * $clk_io_pct] -clock clk0 $non_clock_inputs
set_output_delay [expr $clk_period * $clk_io_pct] -clock clk0 [all_outputs]
```

==> results.ini <==
[route]
ant_nets = 0
drt_first_pass_iters = 3
vias = 445
wl_per_cell_um = 13.6
drcViolationCount = 0
via_per_inst = 3.25
drt-initial-drc-count = 2
num_antenna_cells = 0
wirelength_mm = 1.86

[logic_synthesis]
synth_area_sq_um = 370
yosysChipArea_sq_um = 370
syn_inst = 46
ys_cells = 46
seq_area_frac_synth_pct = 0
syn_avg_cell_area_sq_um = 8.05
synth_warnings = 0
ys_types = 10

[timing]
clock.fmax_mhz = 611
hold_viol = 0
tns_ns = -8.10
layout_setup_ws_ns = -0.337
rsz0062_at_grt = true
post-route-period-util_pct = 126
slew_viol_final = 0
finalSetupViolCount = 27
hold_ws_ns = 0.520
finalCriticalPeriod_ns = 1.64

[finish]
syn_to_final_growth_pct = 165
clock_buffers = 0
flops = 0
flop_area_sq_um = 0
fin_cells = 137
design_area_sq_um = 982
fin_util_pct = 28.8
drive_gt1_share_pct = 78.0

[power_and_ir_drop]
power_density_mw_per_mm2 = 95.5
power.total_mw = 0.0938
ir_worst_vdd_uv = 46.6
power.leakage_nw = 0.482

[global_routing]
antenna_found_initial = 0
grt_max_degree = 6
grt_pass1_vias = 528
track_usage_pct = 5.04
grt_first_pass_wirelength_mm = 2.70
grt.overflow.total = 0

[place]
hpwl_mm = 1.39
gp_congestion = 0.666
place_ws_ns = -0.912
place_inst = 124
postPlaceCellArea_sq_um = 825
io_buffers = 59

[min_path]
min_to = done
min_path_type = in -> out
worstHoldPathCells = 0
hp-start = req

[floorplan]
initCoreUtil_pct = 10.8
core-area_sq_mm = 0.00342
pin_count = 68
num_rows = 21
dieWidth_um = 80
die_area_sq_mm = 0.00640
die_y_um = 80

[clock_tree]
cts_hold_buf = 0

[critical_path]
startpoint = instruction[28]
critPathRequiredTime_ns = 1.04
cp-start-kind = primary input
critPathCaptureType = output pin
cp_data_arrival_time_ns = 1.38
critPathKind = in -> out
critPathMaxFanout = 5

[run]
warnings = 35
maxCapViolCount = 0

[status]
violations = negative setup slack
outcome = finished, violations left

## layer usage
metal  global-route usage [%]  share of wire (%)  up-vias
met2                     7.78                 43       44
met5                        0                  0        -
li1                         -                  -      212
met4                        0                  0        0
met1                     6.08                 39      189
met3                     3.30                 19        0
## cell type report
| type | instances | area (sq um) |
|---|---|---|
| fillers | 349 | 2430 |
| multi-input cells | 22 | 279 |
| well taps | 46 | 57.6 |
| repair buffers | 69 | 646 |
## cell usage in the layout, fill, tap and decap left out
master           count
buf_6               39
buf_2               11
clkdlybuf4s15_1      8
clkbuf_2             8
conb_1               7
nand4b_1             3
nand4bb_4            3
nor4_4               2
nand2_8              2
nand2_4              2
clkdlybuf4s15_2      2
nand4_1              1
nand4b_4             1
and2_4               1
dlygate4sd2_1        1
## worst max path at each step
stage / slack [ns] / to
after CTS: -0.34 / target_address[3]
after global routing: -0.38 / target_address[2]
final: -0.34 / target_address[2]
## worst max-delay path: stages
cell and delay (ns):
buf_6 0.09, nand4bb_4 0.22, nor4_4 0.29, buf_6 0.21, nand2_4 0.08, buf_6 0.13, buf_6 0.10
## repair_timing
action,in CTS,in global routing
endpoints found under the hold margin,0,0
pin swaps,14,10
setup buffers,10,0
gates cloned,3,0
setup endpoints to repair,27,27
resized,197,20
## Yosys cell counts
| cell | n | area share [%] |
|---|---|---|
| conb_1 | 1 | 1.0 |
| nand4_1 | 1 | 1.7 |
| buf_4 | 33 | 67 |
| nand4b_1 | 3 | 7.1 |
| and2_1 | 1 | 1.7 |
| nand4b_4 | 1 | 6.4 |
| nand4bb_1 | 3 | 9.1 |
| nor4_1 | 1 | 1.7 |
| nand2_1 | 1 | 1.0 |
| nor4_2 | 1 | 3.4 |
## power by group
part / internal [mW] / switching (mW)
clock: 0 / 0
combinational: 0.0657 / 0.0281
sequential: 0 / 0
total: 0.0657 / 0.0281
## kinds of logic (layout without fill, tap and decap cells)
kind of cell	after synthesis	after routing	synth area share (%)
other	1	7	1.01
buffers and inverters	33	69	66.9
and+or+nand+nor	12	15	32.1
No activity file was given, so power comes from the tool's default toggle rates.
